### flow/config.mk
export PLATFORM = sky130hd
export DESIGN_NAME = ldpc_encode
export DESIGN_NICKNAME = ldpc_encode
export VERILOG_FILES = /design/flow/design.v
export SDC_FILE = /design/flow/constraint.sdc
export NUM_CORES = 4
export LEC_CHECK = 1
export CORE_UTILIZATION = 40
export SYNTH_MEMORY_MAX_BITS = 65536
### flow/constraint.sdc
current_design ldpc_encode

set clk_period 491.6
set clk_io_pct 0.2

create_clock -name clk0 -period $clk_period [get_ports {clk}]

set non_clock_inputs [all_inputs -no_clocks]
set_input_delay [expr $clk_period * $clk_io_pct] -clock clk0 $non_clock_inputs
set_output_delay [expr $clk_period * $clk_io_pct] -clock clk0 [all_outputs]
### flow/design.v
module control_encode(
			input clk,    
			input rst_n,  
			input en_start,  
			input en_din,    
			input read_parity,  
			input parity_out_done,  
			output reg en_counterROM,  
			output reg en_counterOUT,  
			output reg en_G,   
			output reg load_g,  
			output reg en_L,  
			output reg done_encode,  
			output reg rst_c,
			output reg en_out   
		      );
parameter S_idle=2'b00,S_encode=2'b01,S_parity_out=2'b10;
reg[1:0] cstate,nstate;
always@(posedge clk or negedge rst_n)
	if(!rst_n)
		cstate<=S_idle;
	else 
		cstate<=nstate;
always@(*)
	begin
		en_counterROM=0;
		en_counterOUT=0;
		en_G=0;
		load_g=0;
		en_L=0;
		done_encode=0;
		en_out=0;
		rst_c=1;
	case(cstate)
		S_idle: begin
				if(en_start)
					begin
						nstate=S_encode;
						en_G=1;
						load_g=1;
					end
				else
					nstate=S_idle;
			end
		S_encode: begin
				if(en_din)
					begin
						en_counterROM=1;
						en_L=1;
						en_G=1;
						nstate=S_encode;
					end
				else if(read_parity)
					begin
						en_out=1;
						en_counterOUT=1;
						nstate=S_parity_out;
					end
				else
					begin
						done_encode=1;
						nstate=S_encode;
					end
			   end
		S_parity_out: begin
					if(!parity_out_done)
						begin
							en_counterOUT=1;
							en_out=1;
							nstate=S_parity_out;
						end
					else
						begin
							rst_c=0;
							nstate=S_idle;
						end
				end
		default: 	nstate=S_idle;
	endcase
	end
endmodule
module encode_cell(
			input[7:0] d_in,
			input clk,
		        input rst_n,
			input rst_c,
			input en_G,
			input load_G,
			input en_L,
			input[4:0] addrROM,
			input reg[255:0] L_cell,
			output[255:0] L_in
		       );
reg[255:0] ROM[31:0];
reg[255:0] buffer_G;
always@(posedge clk or negedge rst_n)
	if(!rst_n)
		buffer_G<=256'b0;
	else if(!rst_c)
		buffer_G<=256'b0;
	else if(en_G)
		if(load_G)
			buffer_G<=ROM[addrROM];
		else
			buffer_G<={buffer_G[247:0],buffer_G[255:248]};
parallel_cell p0(d_in,L_cell[0],{buffer_G[0],buffer_G[255:249]},L_in[0]);
parallel_cell p1(d_in,L_cell[1],{buffer_G[1],buffer_G[0],buffer_G[255:250]},L_in[1]);
parallel_cell p2(d_in,L_cell[2],{buffer_G[2],buffer_G[1],buffer_G[0],buffer_G[255:251]},L_in[2]);
parallel_cell p3(d_in,L_cell[3],{buffer_G[3],buffer_G[2],buffer_G[1],buffer_G[0],buffer_G[255:252]},L_in[3]);
parallel_cell p4(d_in,L_cell[4],{buffer_G[4],buffer_G[3],buffer_G[2],buffer_G[1],buffer_G[0],buffer_G[255:253]},L_in[4]);
parallel_cell p5(d_in,L_cell[5],{buffer_G[5],buffer_G[4],buffer_G[3],buffer_G[2],buffer_G[1],buffer_G[0],buffer_G[255:254]},L_in[5]);
parallel_cell p6(d_in,L_cell[6],{buffer_G[6],buffer_G[5],buffer_G[4],buffer_G[3],buffer_G[2],buffer_G[1],buffer_G[0],buffer_G[255]},L_in[6]);
generate
genvar i;
	for(i=7;i<256;i=i+1)
		begin:parallel_compute
			parallel_cell p7(d_in,L_cell[i],buffer_G[i-:8],L_in[i]);
		end	
endgenerate	
endmodule
module ldpc_encode(
			input clk,
			input rst_n,
			input[7:0] d_in,
			input en_start,
			input en_din,
			input read_parity,
			output done_encode,
			output en_out,
			output[7:0] d_out
		   );
wire parity_out_done,en_counterROM,en_counterOUT,en_G,load_g,rstc,en_L;
wire[1023:0] L;
control_encode e1(clk,rst_n,en_start,en_din,read_parity,parity_out_done,en_counterROM,en_counterOUT,en_G,load_g,en_L,done_encode,rstc,en_out);
parallel_encode e2(d_in,clk,rst_n,rstc,en_counterROM,en_G,load_g,en_L,en_out,L);
parity_out e3(clk,rst_n,en_counterOUT,rstc,L,parity_out_done,d_out);
endmodule
module parallel_cell(
			input[7:0] d_in,
			input	L_ref,
			input[7:0] buffer,
			output d_out
		     );
wire[7:0] b;
wire[3:0] c;
wire[1:0] d;
wire e;
generate
genvar i;
	for(i=0;i<8;i=i+1)
		begin:and_operation
			assign b[i]=d_in[i]&buffer[7-i];
		end
endgenerate
assign c[0]=b[0]^b[1];
assign c[1]=b[2]^b[3];
assign c[2]=b[4]^b[5];
assign c[3]=b[6]^b[7];
assign d[0]=c[0]^c[1];
assign d[1]=c[2]^c[3];
assign e=d[0]^d[1];
assign d_out=e^L_ref;
endmodule
module parallel_encode(
			input[7:0] d_in,
			input clk,
			input rst_n,
			input rst_c,
			input en_counterROM,
			input en_G,
			input load_g,
			input en_L,
			input en_out,
			output reg[1023:0] L
		       );
reg[4:0] counterROM;
reg[4:0] addrROM;
wire addROM,a,load_G;
wire[255:0] L_in0,L_in1,L_in2,L_in3;
always@(posedge clk or negedge rst_n)
	if(!rst_n)
		counterROM<=5'b0;
	else if(!rst_c)
		counterROM<=5'b0;
	else if(a)
		counterROM<=5'b0;
	else if(en_counterROM)
		counterROM<=counterROM+1'b1;
assign addROM=(counterROM==5'b10_000)?1:0;
assign a=(counterROM==5'b11_111)?1:0;
assign load_G=load_g|a;
always@(posedge clk or negedge rst_n)   
	if(!rst_n)
		addrROM<=5'b0;
	else if(!rst_c)
		addrROM<=5'b0;
	else if(addROM)
		addrROM<=addrROM+1'b1;
encode_cell k0(d_in,clk,rst_n,rst_c,en_G,load_G,en_L,addrROM,L[255:0],L_in0);
encode_cell k1(d_in,clk,rst_n,rst_c,en_G,load_G,en_L,addrROM,L[511:256],L_in1);
encode_cell k2(d_in,clk,rst_n,rst_c,en_G,load_G,en_L,addrROM,L[767:512],L_in2);
encode_cell k3(d_in,clk,rst_n,rst_c,en_G,load_G,en_L,addrROM,L[1023:768],L_in3);
always@(posedge clk or negedge rst_n)
	if(!rst_n)
		L<=0;
	else if(!rst_c)
		L<=0;
	else if(en_L)
		L<={L_in3,L_in2,L_in1,L_in0};
	else if(en_out)
		L<={L[7:0],L[1023:8]};
endmodule
module parity_out(
			input clk,
			input rst_n,
			input en_counterOUT,
			input rst_c,
			input[1023:0] L,
			output parity_out_done,
			output[7:0] d_out
		);
reg[7:0] counterOUT;
always@(posedge clk or negedge rst_n)
	if(!rst_n)
		counterOUT<=0;
	else if(!rst_c)
		counterOUT<=0;
	else if(en_counterOUT)
		counterOUT<=counterOUT+1'b1;
assign d_out=L[7:0];
assign parity_out_done=(counterOUT==8'b10_000_000)?1:0;
endmodule
### flow/run.sh
#!/bin/bash
# OpenROAD 26Q1-2900-gdf79404cd8, Yosys 0.63+post, stock flow scripts
make -C /OpenROAD-flow-scripts/flow DESIGN_CONFIG=/design/flow/config.mk WORK_HOME=/design/flow/orfs finish
==> impl_metrics.tcl <==
# metrics dict for downstream scripts
set metrics [dict create \
    worst_slew_pin_slew_ps 886.1 \
    min_path_cells 1 \
    final-hold-violation-count 0 \
    number_of_global_route_vias_before_repair 168503 \
    postCtsResizedCells 0 \
    groute.usage.overall 0.2516 \
    synth.yosys.num_cells 26484 \
    layout.filler_cells 49131 \
    power_density_nw_per_um2 1.956 \
    critical_path_buf_inv_count 3 \
    grt_pass1_wl_um 1020000 \
    edf_count 0 \
    synth_sequential_area_ratio 0.2511 \
    yosys.stat.chipArea_sq_um 205200 \
    yosys.cell_types.count 33 \
    via_per_inst 5.535 \
    cts_tree "done" \
    cp.arrival_ps 100440 \
    holdCritPathClass "register to register" \
    grt.met2_usage 0.3935 \
    syn_inst 26484 \
    timing.final.setup_violations 0 \
    cell_family_contributing_the_most_delay_on_the_critical_path "buffers and inverters" \
    register_area_sq_um 51530 \
    drive_above_1_share 0.03341 \
    worstPathRequired_ps 393280 \
    flow.area_growth_from_synthesis_pct 4.160 \
    crit_type "primary input to output pin" \
    width_of_the_chip_um 718.2 \
    avgRoutedWirePerCell_um 20.50 \
    core.rowCount 262 \
    worst_path_largest_cell_delay_ps 670 \
    async_reset_ff_frac 1.000 \
    setup_total_negative_slack_ps 0 \
    grt_busiest_layer "met2" \
    mi_logic_area_sq_um 141300 \
    layout_top_cells_excl_fill_tap "11270 x nand2_1, 4100 x xnor2_1, 2057 x dfrtp_1, 2049 x xor2_1, 1037 x a21oi_1" \
    timing.critical_path.mode_cell "clkdlybuf4s50_1" \
    floorplan.io_pins 23 \
    cts.repair_timing.setup_buffer_count 0 \
    run_status "complete, no violations" \
    die_area_sq_um 515800 \
    postLayoutSetupSlackWorst_ps 292840 \
    gp_congestion 0.8447 \
    place_worst_setup_slack_ps 292890 \
    flop_cell "dfrtp_1" \
    clock_transition_at_the_registers_of_the_reported_paths_ps 50 \
    die.size.y_um 718.2 \
    crit_path_start_kind "primary input" \
    dpl_cell_area_sq_um 204700 \
    layout_top_cell "nand2_1" \
    floorplan.core_util 0.4022 \
    cts_root_buf "clkbuf_16" \
    detail_route.first_pass.iterations 6 \
    hpwlAfterDp_um 361200 \
    stage_log_warning_count 51 \
    fmaxAchievable_ghz 0.005031 \
    timing.critical_path.depth 5 \
    fin_area_sq_um 213700 \
    gr-usage-met3 0.04791 \
    slew_headroom 0.4079 \
    remaining_drc_errors 0 \
    detail_route.wirelength_um 640600 \
    path_cells "clkdlybuf4s50_1 > buf_4 > and3b_4 > a21o_1 > clkdlybuf4s50_1" \
    drtAntennaViolNets 0 \
    clock_latency_ps 990 \
    synth.cell_area_sq_um 205200 \
    cts-buffers-inserted 274 \
    final_max_slew_viol_count 0 \
    clock_tree.htree_level_count 5 \
    ir_drop_worst_vdd_v 0.000002639 \
    timing.critical_path.slowest_stage_cell "and3b_4" \
    hold-worst-slack_ps 514.8 \
    grt_util_met1 0.3756 \
    max_cap_viol_count 0 \
    global_route.overflow_total 0 \
    synthesis.area_per_instance_sq_um 7.747 \
    finalCriticalPeriod_ps 198760 \
    clock_sinks 2059 \
    end_kind "output pin" \
    port_buffers 22 \
    finalCoreUtilization 0.4190 \
    layout_worst_path_cycle_share 0.4043 \
    initial_antenna_violation_count 1 \
    critPathMaxFanout 23 \
    reg2reg_depth 13 \
    ctsHoldBuffers 0 \
    setup_repair_after_global_routing_missed_its_margin "no" \
    cts_max_path_buffers 4 \
    via_count 172941 \
    synth.yosys.warnings 4 \
    max_clock_skew_ps 72.92 \
    ys.flops 2059 \
    grt_max_degree 129 \
    starting_drc_count_in_detailed_routing 14052 \
    core_area_sq_um 510100 \
    power_leakage_nw 80.92 \
]
## logic make-up after synthesis
logic type | count (synthesis) | share of synthesized area
compound gates | 3091 | 0.1067
xor+xnor | 7173 | 0.3749
fa+ha+maj | 2 | 0.0001220
buf+inv | 2861 | 0.06014
flops | 2059 | 0.2511
simple gates | 11298 | 0.2070
## registers in the layout, indices dropped and copies added (netlist names)
name,cells
e2.k1.buffer_G,256
e2.L,1024
e1.cstate,3
e2.k0.buffer_G,256
e2.k2.buffer_G,256
e3.counterOUT,8
e2.k3.buffer_G,256
## worst paths after layout
check | slack [ps] | startpoint | to
max | 292840 | en_din | en_out
min | 510 | e3.counterOUT[6] | e3.counterOUT[6]
max reg2reg | 485790 | e3.counterOUT[0] | e2.L[402]
min reg2reg | 510 | e3.counterOUT[6] | e3.counterOUT[6]
max in group asynchronous | 390290 | rst_n | e2.L[35]
min in group asynchronous | 97250 | rst_n | e2.L[446]
## report_power, final
group | internal (mW) | leakage (nW) | switching, mW | total, mW
combinational | 0.00367 | 47.7 | 0.0343 | 0.0380
sequential | 0.170 | 28.8 | 0.000734 | 0.171
clock | 0.122 | 4.45 | 0.0875 | 0.209
total | 0.295 | 80.9 | 0.123 | 0.418
## layout make-up
type | instances | share of cell area
multi-input cells | 21564 | 0.6614
flip-flops and latches | 2059 | 0.2411
well taps | 6732 | 0.03942
clock buffers | 401 | 0.03763
repair buffers | 404 | 0.01577
clock inverters | 80 | 0.004520
inverters | 5 | 0.00008782
diodes | 1 | 0.00001171
## synthesized netlist by cell type (2+ instances only)
library cell,number,share of area
buf_1,615,0.011
ha_1,2,0.00012
dfrtp_1,2058,0.25
nor3_1,2,0.000049
a21oi_1,1037,0.025
buf_2,832,0.020
a21o_1,2,0.000073
o21ai_0,2,0.000049
buf_4,53,0.0019
a311oi_1,2,0.000085
nand4_1,2,0.000061
xor2_1,2049,0.087
nor2_1,5,0.000091
inv_1,5,0.000091
a22oi_1,1021,0.037
nand2b_1,6,0.00018
nand3_1,7,0.00017
clkbuf_1,1308,0.024
xnor3_1,1024,0.11
nand2_1,11270,0.21
o221ai_1,1024,0.044
xnor2_1,4100,0.18
buf_6,48,0.0026
## through the flow
step,instances,power [mW]
final,31246,0.4180
after CTS,31245,0.4212
after global routing,31246,0.4290
after detailed placement,30764,0.2112
after floorplan,26484,0.1941
after global placement,30764,0.2111
## worst register-to-register path: stages, from the launching register on
cell      delay [ps]
dfrtp_1          420
inv_1             80
ha_1             140
nor4bb_1         340
and2_1           260
nand2_1          120
nand3_4          400
buf_4            640
buf_4            710
buf_4            660
buf_4            710
buf_4            500
buf_4            450
o221ai_1         190
## metal layers
layer	vias to the layer above	part of all wire
met2	6702	0.46
met1	85278	0.44
met5	-	0
li1	80147	-
met4	0	0.019
met3	814	0.078
No activity file was given, so power comes from the tool's default toggle rates.
